==> /design/flow/design.v <==
module atm_fsm (
    input clk,
    input rst,
    input [1:0] card_input,
    input [2:0] menu_input,
    input confirm_btn,
    input [3:0] deposit_amount,
    input [2:0] withdraw_amount,
    output reg [7:0] balance,
    output reg [10:0] leds,
    output reg [3:0] seg_value,
    output reg beep,
    output reg preview_active
);
    parameter IDLE             = 4'b0000,
              CARD_CHECK       = 4'b0001,
              CARD_VALID_ACK   = 4'b0010,
              MENU             = 4'b0011,
              PREVIEW          = 4'b0100,
              DISPLAY_BALANCE  = 4'b0101,
              DEPOSITING       = 4'b0110,
              WITHDRAWING      = 4'b0111,
              EXIT             = 4'b1000;
    reg [3:0] state, next_state;
    reg [2:0] selected_mode;
    reg [23:0] card_ack_timer;
    wire [7:0] withdraw_extended = {5'b00000, withdraw_amount};
    always @(posedge clk or posedge rst) begin
        if (rst) begin
            state <= IDLE;
            selected_mode <= 3'b000;
        end else begin
            state <= next_state;
            if (state == MENU) begin
                selected_mode <= menu_input;
            end
        end
    end
    always @(*) begin
        next_state = state;
        leds = 11'b0;
        beep = 0;
        seg_value = 4'd0;
        preview_active = 0;
        case (state)
            IDLE: begin
                leds[6:5] = card_input;   
                if (card_input != 2'b00)
                    next_state = CARD_CHECK;
            end
            CARD_CHECK: begin
                if (card_input == 2'b10) begin
                    next_state = CARD_VALID_ACK;
                end else if (card_input == 2'b01) begin
                    leds[1] = 1;   
                    beep = 1;
                    next_state = IDLE;
                end
            end
            CARD_VALID_ACK: begin
                leds[0] = 1;   
                beep = 1;
                if (card_ack_timer > 24'd3_000_000)
                    next_state = MENU;
            end
            MENU: begin
                case (menu_input)
                    3'b001,
                    3'b010,
                    3'b011,
                    3'b100,
                    3'b101: next_state = PREVIEW;
                    default: next_state = MENU;
                endcase
            end
            PREVIEW: begin
                preview_active = 1;
                beep = 1;
                case (selected_mode)
                    3'b001: seg_value = 4'd1;  
                    3'b010: seg_value = 4'd2;  
                    3'b011: seg_value = 4'd3;  
                    3'b100: seg_value = 4'd4;  
                    3'b101: seg_value = 4'd5;  
                    default: seg_value = 4'd0;
                endcase
                if (confirm_btn) begin
                    case (selected_mode)
                        3'b001: next_state = DISPLAY_BALANCE;
                        3'b010: next_state = WITHDRAWING;
                        3'b011: next_state = WITHDRAWING;
                        3'b100: next_state = DEPOSITING;
                        3'b101: next_state = EXIT;
                        default: next_state = MENU;
                    endcase
                end
            end
            DISPLAY_BALANCE: begin
                leds[2] = 1;
                leds[7:0] = balance;
                beep = 1;
                next_state = MENU;
            end
            DEPOSITING: begin
                leds[5] = 1;
                if (confirm_btn) begin
                    balance = balance + deposit_amount;
                    beep = 1;
                    next_state = MENU;
                end
            end
            WITHDRAWING: begin
                leds[4] = 1;
                if (confirm_btn) begin
                    if (balance < withdraw_extended) begin
                        leds[9] = 1;   
                        beep = 1;
                    end else begin
                        balance = balance - withdraw_extended;
                        leds[10] = 1;  
                        beep = 1;
                    end
                    next_state = MENU;
                end
            end
            EXIT: begin
                leds[8] = 1;
                beep = 1;
                balance = 0;
                next_state = IDLE;
            end
            default: next_state = IDLE;
        endcase
    end
    always @(posedge clk or posedge rst) begin
        if (rst) begin
            card_ack_timer <= 0;
        end else begin
            if (state == CARD_VALID_ACK)
                card_ack_timer <= card_ack_timer + 1;
            else
                card_ack_timer <= 0;
        end
    end
endmodule
module top (
    input clk,
    input rst,
    input [1:0] sw_card_input,          
    input [2:0] sw_menu_input,          
    input btn_confirm,                  
    input [3:0] sw_deposit_amount,      
    input [2:0] sw_withdraw_amount,     
    output [10:0] leds_out              
);
    wire [7:0] balance;
    wire [10:0] leds;
    wire [3:0] seg_value;        
    wire beep;
    wire preview_active;
    atm_fsm u_atm_fsm (
        .clk(clk),
        .rst(rst),
        .card_input(sw_card_input),
        .menu_input(sw_menu_input),
        .confirm_btn(btn_confirm),
        .deposit_amount(sw_deposit_amount),
        .withdraw_amount(sw_withdraw_amount),
        .balance(balance),
        .leds(leds),
        .seg_value(seg_value),
        .beep(beep),
        .preview_active(preview_active)
    );
    assign leds_out = leds;
endmodule
==> /design/flow/run.sh <==
#!/bin/bash
# OpenROAD 26Q1-2900-gdf79404cd8, Yosys 0.63+post, stock flow scripts
make -C /OpenROAD-flow-scripts/flow DESIGN_CONFIG=/design/flow/config.mk WORK_HOME=/design/flow/orfs finish
==> /design/flow/config.mk <==
export PLATFORM = sky130hd
export DESIGN_NAME = top
export DESIGN_NICKNAME = top
export VERILOG_FILES = /design/flow/design.v
export SDC_FILE = /design/flow/constraint.sdc
export NUM_CORES = 4
export LEC_CHECK = 1
export CORE_UTILIZATION = 50
==> /design/flow/constraint.sdc <==
current_design top

set clk_period 3.7
set clk_io_pct 0.2

create_clock -name clk0 -period $clk_period [get_ports {clk}]

set non_clock_inputs [all_inputs -no_clocks]
set_input_delay [expr $clk_period * $clk_io_pct] -clock clk0 $non_clock_inputs
set_output_delay [expr $clk_period * $clk_io_pct] -clock clk0 [all_outputs]
==> out/qor.csv <==
metric,value,unit
number of optimization iterations in the first detailed-route pass,6,
Synth cell types,42,
total via count in the routed design,1953,
Critical R2R Capture,u_atm_fsm.state[7],
total DRC errors in the routed layout,0,
yosys synthesis warning count,39,
required time of the worst setup path,2960,ps
total I/O pin count,26,
flop-to-flop setup slack,1860,ps
final setup fails,0,
Clock transition at path regs,80,ps
HPWL after detailed placement,3640,um
total of max-cap violations,0,
post-place setup slack,507,ps
CTS-repair resized insts,0,
crit path max fanout,4,
Combinational Area,1360,um^2
summed negative setup slack over all endpoints,0,ps
overflow left after global routing,0,
prevailing post-synth register cell,dfrtp_1,
DIE HEIGHT,72.7,um
RR Startpoint,u_atm_fsm.card_ack_timer[0],
number of enable flip-flop cells,0,
unrepaired setup endpoints after global routing,false,
floorplan row count,25,
final setup margin,515,ps
number of nets with antenna violations after routing,0,
CP cell instances,clkdlybuf4s50_1 > inv_1 > ha_1 > nor3_1 > nand3_1 > nor2_1 > clkdlybuf4s50_1,
via-per-instance ratio,5.31,
WS Path Type,primary input to primary output,
actual transition at the worst max-transition pin,720,ps
RePlAce Congestion,0.895,
Critical Path Source Type,primary input,
critical path endpoint category,primary output,
initial core utilization,52.6,%
detailed-route wire length,4980,um
worst skew pair latency,290,ps
number of design-rule violations left by the first detailed-router iteration,125,
launching element of the worst setup path,sw_withdraw_amount[2],
type of the most critical hold path,flop to flop,
synthesized cell area,2500,um^2
antenna violations before repair,0,
pin count of the biggest net entering global routing,37,
count of port buffers added during placement,25,
fraction of layout instances using a drive strength above 1,4.98,%
peak per-stage delay on the critical path,460,ps
number of unconstrained endpoints,8,
fraction of synthesis flops using an asynchronous set or reset pin,81.8,%
Register-to-Register Path Depth,6,
clock tree skew after final layout,10.6,ps
most frequent CP cell,clkdlybuf4s50_1,
CTS Hold Bufs,0,
yosys cell count,277,
post-CTS setup-driven buffer insertion count,0,
number of global-route vias before repair,1831,
Clock Root Buffer,clkbuf_8,
Layout fillers,420,
ratio of final minimum period to clock period,86.1,%
outcome,finished clean,
arrival time of data at the critical path endpoint,2450,ps
Post-Syn Instances,277,
x dimension of the die,72.7,um
gr usage total,21.4,%
total area of sequential cells,1020,um^2
hold violation count in the final report,0,
minimum clock period after layout,3190,ps
post-synthesis average cell area,9.02,um^2
register pins left without a clock,8,
relative slew slack,51.9,%
warning total across the stage logs,29,
post-synthesis chip area from yosys,2500,um^2
Critical Path Sink,leds_out[9],
fmax,314,MHz
cell type with the highest aggregate area in the netlist,dfrtp_1,
top cells by area,"dfrtp_1, xor2_1, ha_1",
CTS tree,built,
routed wirelength normalized by instance count,13.5,um
CTS H-Tree Depth,2,
buffer depth of the longest clock path,2,
share of the synthesized area in the top cell type,35.1,%
Worst path slowest cell,clkdlybuf4s50_1,
layout-stage area growth over the synthesis result,15.7,%
global-route wire length before repair,8310,um
diode insertion count for antenna repair,0,
floorplan core area,4750,um^2
flops out of synthesis,44,
die footprint,5280,um^2
Worst Hold Path Cells,1,
number of buffers created by CTS,5,
number of max-slew violations in the final report,0,
layout make-up:
class / count / area share [%]
multi-input cells: 203 / 46.9
flip-flops and latches: 44 / 35.4
repair buffers: 26 / 8.91
well taps: 67 / 2.90
clock buffers: 6 / 2.86
inverters: 20 / 2.60
clock inverters: 2 / 0.476
how the worst min path moves through the flow:
stage	slack, ps	to	from
CTS	530	u_atm_fsm.state[4]	u_atm_fsm.selected_mode[0]
global route	550	u_atm_fsm.state[4]	u_atm_fsm.selected_mode[0]
finish	530	u_atm_fsm.state[4]	u_atm_fsm.selected_mode[0]
cell usage in the layout, fill, tap and decap left out, types with 3 or more instances in the layout:
master / netlist / routed
and2_1: 7 / 7
dlxtn_1: 8 / 8
and3_1: 5 / 5
nand2_1: 17 / 17
a22o_1: 5 / 5
o21ai_0: 14 / 14
a211oi_1: 4 / 4
a21oi_1: 6 / 6
nor3_1: 4 / 4
a21o_1: 3 / 3
nand3_1: 19 / 19
clkbuf_8: 0 / 6
o22ai_1: 3 / 3
xor2_1: 19 / 19
a31oi_1: 3 / 3
ha_1: 12 / 12
nor2_1: 32 / 32
nand4_1: 9 / 9
nor2b_1: 6 / 6
dfrtp_1: 35 / 35
xnor2_1: 9 / 9
mux2_2: 4 / 4
inv_1: 20 / 20
clkdlybuf4s50_1: 0 / 25
metrics by stage:
stage	hold WS, ps	std cells	util (%)	cell area [um^2]
5_1_grt	553	368	60.8	2890
6_report	530	368	60.8	2890
2_1_floorplan	465	277	-	2500
4_1_cts	531	368	60.8	2890
3_3_place_gp	518	360	58.8	2800
3_5_place_dp	509	360	58.8	2800
sequential cells by signal, indices dropped and copies added, names as in the netlist:
name / flops
u_atm_fsm.balance: 8
u_atm_fsm.card_ack_timer: 24
u_atm_fsm.selected_mode: 3
u_atm_fsm.state: 9
logic make-up after synthesis:
kind of cell | share of synthesized area [%]
AND-OR/OR-AND | 12.5
buffers and inverters | 4.81
flip-flops | 36.1
AND/OR/NAND/NOR | 22.5
latches | 4.81
adder cells (fa/ha/maj) | 7.61
multiplexers | 1.80
XOR/XNOR | 9.81
synth_stat cells (all sizes together), types with 2 or more instances:
cell type	count
nand3	19
mux2	4
dfrtp	35
dlxtn	8
and3	5
or3	2
ha	12
nor3	4
nand4	9
a21o	3
a21oi	6
xor2	19
a211oi	4
xnor2	9
o21ai	14
and2	7
nand2b	2
o211ai	2
o22ai	3
and4	2
a221o	2
fa	2
nor2	32
nor2b	6
nand2	17
nor4	2
a31oi	3
clkbuf	6
a22o	5
buf	4
inv	20
per-layer routing:
layer  track usage (%)  up-vias  part of all wire (%)  routed length, um
met5                 0        -                     0                  0
met4              1.74        0                  0.84                 42
met3              2.80        4                   2.8                138
met2              35.7       31                    48               2380
met1              32.7      913                    48               2410
li1                  -     1005                     -                  -
critical path, delay by kind of cell:
kind | cells | cell delay [ps]
and+or+nand+nor | 3 | 560
buffers and inverters | 3 | 950
adders and majority gates | 1 | 190
